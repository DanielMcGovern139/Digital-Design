==> ./design.v <==
`timescale 1ns / 1ps
module two_bit_greater
   (
    input [1:0]a,b,
    output wire a_gt_b
   );
  assign a_gt_b = (a[1]& ~b[1]) | (a[0]& ~b[1] & ~b[0]) | (a[1] & a[0] & ~b[0]);
endmodule
`timescale 1ns / 1ps
module eight_bit_gt_or_et(
input [7:0]a,b,
    output wire a_gt_or_eq_b
    );
    wire eq[3:0];
    wire [3:0]  a_gt_b;
    wire num_eq;
       eq2 eq_0 (.aeqb(eq[0]), .a(a[1:0]), .b(b[1:0]));
       eq2 eq_1 (.aeqb(eq[1]), .a(a[3:2]), .b(b[3:2]));
       eq2 eq_2 (.aeqb(eq[2]), .a(a[5:4]), .b(b[5:4]));
       eq2 eq_3 (.aeqb(eq[3]), .a(a[7:6]), .b(b[7:6]));
       assign num_eq =eq[0] & eq[1] & eq[2] & eq[3];
     two_bit_greater I_two_bit_greater_7_6 (.a(a[7:6]),.b(b[7:6]), .a_gt_b(a_gt_b[3])  );
     two_bit_greater I_two_bit_greater_5_4 (.a(a[5:4]),.b(b[5:4]), .a_gt_b(a_gt_b[2])  );
     two_bit_greater I_two_bit_greater_3_2 (.a(a[3:2]),.b(b[3:2]), .a_gt_b(a_gt_b[1])  );
     two_bit_greater I_two_bit_greater_1_0 (.a(a[1:0]),.b(b[1:0]), .a_gt_b(a_gt_b[0])  );
     assign  a_gt_or_eq_b =  num_eq | a_gt_b[3] | eq[3]&a_gt_b[2] | eq[3]& eq[2] & a_gt_b[1]  |  eq[3]& eq[2] & eq[1] & a_gt_b[0];
endmodule
`timescale 1ns / 1ps
module ALU(
input [5:0] A,B,
output [5:0] X,
input [2:0] fxn
    );
wire [5:0] minus_A, minus_B, A_plus_B, A_minus_B, A_XNOR_B;
wire A_lt_B;
wire [2:0] fxn;
wire [5:0] X;
six_bit_two_complement I_minus_A ( .X(A), .Y(minus_A));
six_bit_two_complement I_minus_B ( .X(B), .Y(minus_B));
A_less_B I_A_less_B (.a_less_b(A_lt_B), .a(A), .b(B));
A_XNOR_B  I_A_XNOR_B (.A(A), .B(B), .X(A_XNOR_B));
six_bit_ripple_adder I_adder (
   .x(A),
   .y(B),
   .sel(1'b0),  
   .c_out(),
   .overflow(),
   .sum(A_plus_B)
  );
six_bit_ripple_adder I_sub (
   .x(A),
   .y(B),
   .sel(1'b1),  
   .c_out(),
   .overflow(),
   .sum(A_minus_B)
  );
fxn_menu I_fxn_menu (  .X(X), .A(A), .B(B), .fxn(fxn), .minus_A(minus_A), .minus_B(minus_B), .A_XNOR_B(A_XNOR_B), 
                       .A_minus_B(A_minus_B), .A_plus_B(A_plus_B), .A_lt_B(A_lt_B));
endmodule
`timescale 1ns / 1ps
module A_XNOR_B(
input [5:0] A,B,
output [5:0] X
    );
    assign X= A~^B;
endmodule
`timescale 1ns / 1ps
module A_less_B(
input [5:0]a,b,
    output wire a_less_b
    );
   wire [7:0] a_append; 
   wire [7:0] b_append;
   wire a_gt_or_eq_b;
     assign a_append = a[5] ? {2'b11, a}   : {2'b00, a};  
     assign b_append = b[5] ? {2'b11, b}   : {2'b00, b};
 eight_bit_gt_or_et I_eight_bit_gt_or_et(
.a(a_append),
.b(b_append),
.a_gt_or_eq_b (a_gt_or_eq_b)
    );
    assign a_less_b= ~a_gt_or_eq_b;
endmodule
`timescale 1ns / 1ps
module FullAdder(a, b, cin, s, cout);
  input wire a, b, cin;
  output wire s, cout;
  assign s = cin ^ a ^ b; 
  assign cout = (b & cin) | (a & cin) | (a & b);  
endmodule
module eq1
   (
    input wire i0, i1,
    output wire eq
   );
   wire p0, p1;
   assign eq = p0 | p1;
   assign p0 = ~i0 & ~i1;
   assign p1 = i0 & i1;
endmodule
module eq2
   (
    input  wire[1:0] a, b,			 
    output wire aeqb				 
   );
   wire e0, e1;
   eq1 eq_bit0_unit (.i0(a[0]), .i1(b[0]), .eq(e0));
   eq1 eq_bit1_unit (.eq(e1), .i0(a[1]), .i1(b[1]));
   assign aeqb = e0 & e1 ;
endmodule
`timescale 1ns / 1ps
module fxn_menu(
input [5:0] A,B,minus_A, minus_B, A_plus_B, A_minus_B, A_XNOR_B,
input A_lt_B, 
input [2:0] fxn,
output reg [5:0] X
    );
    always @ (*) begin 
    case (fxn)   
    3'b000: X= A;
    3'b001: X = B;
    3'b010: X = minus_A;
    3'b011: X = minus_B;
    3'b100: X = {5'd0,A_lt_B};  
    3'b101: X = A_XNOR_B;
    3'b110: X = A_plus_B;
    default: X = A_minus_B;
    endcase
    end 
endmodule
module six_bit_ripple_adder(
  input[5:0] x,y,
  input sel,   
  output c_out,
  output overflow,
  output [5:0] sum
  );
wire [4:0] carry;  
FullAdder FA0(
    .a(x[0]), 
    .b(y[0]^sel),  
    .cin(sel),
    .s(sum[0]),
    .cout(carry[0]));
FullAdder FA1(
    .a(x[1]), 
    .b(y[1]^sel),
    .cin(carry[0]),
    .s(sum[1]),
    .cout(carry[1]));
FullAdder FA2(
    .a(x[2]), 
    .b(y[2]^sel),
    .cin(carry[1]),
    .s(sum[2]),
    .cout(carry[2]));
FullAdder FA3(
    .a(x[3]), 
    .b(y[3]^sel),
    .cin(carry[2]),
    .s(sum[3]),
    .cout(carry[3]));
FullAdder FA4(
    .a(x[4]), 
    .b(y[4]^sel),
    .cin(carry[3]),
    .s(sum[4]),
    .cout(carry[4]));
FullAdder FA5(
    .a(x[5]), 
    .b(y[5]^sel),
    .cin(carry[4]),
    .s(sum[5]),
    .cout(c_out));
    assign overflow = c_out ^ carry[4];   
endmodule    
`timescale 1ns / 1ps
module six_bit_two_complement(
input [5:0] X, 
output [5:0] Y
    );
    wire [5:0]x_not; 
   assign  x_not = ~X;   
   six_bit_ripple_adder I_adder (
   .x(x_not),
   .y(6'b000001),  
   .sel(1'b0),   
   .c_out(),
   .overflow(),
   .sum(Y)
  );
endmodule
==> ./run.sh <==
#!/bin/bash
# OpenROAD 26Q1-2900-gdf79404cd8, Yosys 0.63+post, stock flow scripts
make -C /OpenROAD-flow-scripts/flow DESIGN_CONFIG=/design/flow/config.mk WORK_HOME=/design/flow/orfs finish
==> ./config.mk <==
export PLATFORM = sky130hd
export DESIGN_NAME = ALU
export DESIGN_NICKNAME = ALU
export VERILOG_FILES = /design/flow/design.v
export SDC_FILE = /design/flow/constraint.sdc
export NUM_CORES = 4
export LEC_CHECK = 1
export CORE_AREA = 10 10 81 81
export DIE_AREA = 0 0 91 91
==> ./constraint.sdc <==
current_design ALU

set clk_period 4.7
set clk_io_pct 0.2

create_clock -name clk0 -period $clk_period

set non_clock_inputs [all_inputs -no_clocks]
set_input_delay [expr $clk_period * $clk_io_pct] -clock clk0 $non_clock_inputs
set_output_delay [expr $clk_period * $clk_io_pct] -clock clk0 [all_outputs]
==> metrics.csv <==
metric,value,unit
dpl ws,-0.653,ns
status,"complete, no violations",
Max IR drop VDD,0.0416,mV
Mapped Area,912,µm²
Mean Syn Cell Area,9.12,µm²
die height,91,µm
yosys cell count,100,
HPWL after DPL,1.92,mm
Fmax,0.219,GHz
io pins,21,
Log Warnings,37,
Worst setup EP type,output pin,
vias after detailed routing,785,
yosys stat area,912,µm²
power per standard cell area,91.8,nW/µm²
Non-Filler Instances,195,
fillers,552,
CP Class,in -> out,
row count,25,
Max-area cell share,23.3,%
unrepaired setup endpoints after global routing,no,
post-placement cell area,1260,µm²
IO Port Bufs,21,
Worst EP arrival,3.64,ns
GPL Wtd Cong,0.805,
Fin. Hold Viols,0,
Leakage,0.000539,µW
MI comb area,868,µm²
gr usage total,5.62,%
first-pass GRT wire length,4.04,mm
cell type with the largest total area,ha_1,
flop count,0,
Hold Crit Class,in -> out,
"Area growth, synth to finish",39.8,%
DR DRC count,0,
Sequential Area,0,µm²
Pre-Repair DR Iteration Count,4,
Setup WS post-layout,0.124,ns
largest net degree at the start of global routing,20,
clock buffer count,0,
Synth warnings,2,
DRT iter0 DRCs,36,
post-route cell area,1270,µm²
Fin Hold WS,2.83,ns
Top cells by area,"ha_1 23%, fa_1 18%, mux4_2 7.4%",
antenna violations before repair,0,
cell count after placement,195,
crit path DRT,3.76,ns
Antenna diodes,0,
startpoint types,primary input,
Final ANT Viol Nets,0,
Die Span X,91,µm
Final setup viols,0,
vias in the first global route,808,
core area,4820,µm²
postcts setup bufs,0,
gr ovfl total,0,
wire per inst,11.8,µm
total die area,8280,µm²
Unique cell types,30,
setup TNS,0,ns
FP Util,18.9,%
Syn Inst Count,100,
share of cells above drive strength 1,27.3,%
max_slew headroom,50.0,%
sequential area share after synthesis,0,%
MaxCap Viol Count,0,
period utilization,97.4,%
Crit Path Max Fanout,3,
measured slew at the worst slew-check pin,0.748,ns
Routed WL,2.30,mm
Final min period,4.58,ns
Max Transition Viols Final,0,
Vias per Instance,4.03,
[critical path: stages]
cell and delay (ns):
dlygate4sd2_1 0.23, inv_2 0.07, fa_1 0.45, fa_1 0.40, fa_1 0.39, fa_2 0.37
xnor2_2 0.16, a21oi_1 0.09, o21a_1 0.19, o22ai_1 0.12, dlygate4sd2_1 0.23
[layout by cell type, fill, tap and decap left out, types with 2 or more instances in the layout]
master,count
mux4_2,3
o21ai_1,2
buf_2,2
nand2b_1,3
inv_2,2
buf_4,11
dlygate4sd2_1,3
fa_2,5
clkdlybuf4s50_1,15
ha_1,16
a211oi_1,2
nor2b_1,9
o21ai_0,7
nand2_1,4
fa_1,3
a31o_2,2
mux2_2,5
inv_1,11
a21oi_1,4
[report_power, final]
group / internal [µW] / total, µW / switching, µW
Combinational: 67.4 / 117 / 49.7
Clock: 0 / 0 / 0
Sequential: 0 / 0 / 0
Total: 67.4 / 117 / 49.7
[metal layers]
layer  GRT usage (%)  vias to the layer above  routed length (µm)
met1            9.13                      353                1270
met2            8.41                       13                 983
met3           0.332                        0                  50
met5               0                        -                   0
met4               0                        0                   0
li1                -                      419                   -
[synth_stat cells, drive strengths merged]
master	n
mux4	4
a211oi	2
a21oi	4
nand3	1
o22ai	1
o21a	1
nor2b	9
a31o	2
nand2	4
ha	17
mux2	5
inv	13
a31oi	1
xnor2	2
nor4b	1
o311ai	1
nor3b	1
or3	1
nand2b	3
o21ai	9
nand4	1
fa	8
a41o	1
nor2	1
buf	4
o211ai	1
or3b	1
o32a	1
[layout make-up]
| type | count | share of cell area [%] |
|---|---|---|
| multi-input combinational | 83 | 68.1 |
| timing repair buffer | 32 | 21.5 |
| inverter | 13 | 3.83 |
| tap | 67 | 6.58 |
[per-stage QoR]
stage	util [%]	total power [µW]
2_1_floorplan	-	62.7
3_3_place_gp	26.1	115
3_5_place_dp	26.1	116
4_1_cts	26.5	119
5_1_grt	26.5	133
6_report	26.5	117
[kinds of logic after synthesis]
group / Yosys count / share of synthesized area (%)
fa+ha+maj: 25 / 40.9
compound gates: 24 / 16.9
simple gates: 23 / 15.0
buf+inv: 17 / 8.92
mux: 9 / 16.5
xor+xnor: 2 / 1.92
[final timing paths]
check | startpoint | to | slack [ns] | cells after the start
setup / recovery | A[1] | X[5] | 0.12 | 11
hold / removal | B[0] | X[0] | 2.83 | 5
[what timing repair did]
action | CTS | global route
hold buffers | 0 | 0
hold endpoints to repair | 0 | 0
endpoints found under the setup margin | 3 | 2
gates resized | 25 | 2
pin swaps | 5 | 2
Power is estimated from default activity; no workload was simulated.
